File: flow/design.v
`timescale 1ns/1ps
module FIFO_ASYN
#(
	parameter DATA_WIDTH = 32,
	parameter DATA_DEPTH = 4,
	parameter DATA_ADDR  = 2
)
(
	input CLK_WR,
	input RST_WR,
	input WR_EN, RD_EN,
	input [DATA_WIDTH-1:0] WR_DATA,
	output [DATA_WIDTH-1:0] RD_DATA,
	output EMPTY,FULL
);
reg [DATA_WIDTH-1:0] data_out;
wire empty_out,full_out;
assign RD_DATA = data_out;
assign EMPTY = empty_out;
assign FULL = full_out;
reg [DATA_WIDTH-1:0] reg_fifo [DATA_DEPTH-1:0];
reg [DATA_ADDR:0] WR_ADDR,RD_ADDR;   
integer i;
always @ (posedge CLK_WR or negedge RST_WR)
begin
	if(!RST_WR) begin
		for(i=0;i<DATA_DEPTH;i=i+1)
			reg_fifo[i] <= 0;
        WR_ADDR <= 0;
		RD_ADDR <= 0;
		data_out <= 0;
	end
	else begin
		if(!full_out && WR_EN) begin
			reg_fifo[WR_ADDR[DATA_ADDR-1 : 0]] <= WR_DATA;
			WR_ADDR <= WR_ADDR + 1;
		end
		else begin
			WR_ADDR<=WR_ADDR;
		end
		if(!empty_out && RD_EN) begin
			data_out <= reg_fifo[RD_ADDR[DATA_ADDR-1 : 0]];
			RD_ADDR <= RD_ADDR + 1;
		end
		else begin
			RD_ADDR <= RD_ADDR;
		end
	end
end
wire [DATA_ADDR:0] WR_ADDR_GRAY,RD_ADDR_GRAY;
assign WR_ADDR_GRAY = (WR_ADDR >> 1) ^ WR_ADDR;
assign RD_ADDR_GRAY = (RD_ADDR >> 1) ^ RD_ADDR;
reg [DATA_ADDR:0] WR_ADDR_GRAY_SYNC,RD_ADDR_GRAY_SYNC;
reg [DATA_ADDR:0] WR_ADDR_GRAY_SYNC_R,RD_ADDR_GRAY_SYNC_R;
always @ (posedge CLK_WR or negedge RST_WR)
begin
	if(!RST_WR) begin
		RD_ADDR_GRAY_SYNC   <= 0;
        WR_ADDR_GRAY_SYNC   <= 0;
	end
	else begin
		RD_ADDR_GRAY_SYNC   <= RD_ADDR_GRAY;
		WR_ADDR_GRAY_SYNC   <= WR_ADDR_GRAY;
	end
end
assign empty_out = (RD_ADDR_GRAY[DATA_ADDR : 0] == WR_ADDR_GRAY_SYNC[DATA_ADDR : 0])? 1:0;
assign full_out = (WR_ADDR_GRAY[DATA_ADDR : 0] == {~RD_ADDR_GRAY_SYNC[DATA_ADDR : DATA_ADDR-1] , RD_ADDR_GRAY_SYNC[DATA_ADDR-2:0]})? 1:0;
endmodule
module inputFIFO#(
    parameter DATA_IN_WIDTH = 36,
    parameter DATA_IN_ADDR = 16,
    parameter DATA_OUT_ADDR = 2,
    parameter ADDR_IN_WIDTH = 14,
    parameter REG_DATA_WIDTH = 32,
    parameter REG_DEPTH = 4,
    parameter REG_ADDR = 8,
    parameter ADDR_CIM_IN_WIDTH = 8,
    parameter DATA_IN_CIM_WIDTH = 512    
)
(
    input CLK,
    input RD_EN,
    input [DATA_IN_ADDR-1:0]WR_EN,
    input col_en,
    input rst_n,
    input [DATA_IN_WIDTH-1:0]din,
    input [REG_ADDR-1:0]a_reg,
    input [REG_DATA_WIDTH-1:0] d_reg,
    output [DATA_IN_CIM_WIDTH-1:0]RD_DATA,
    output full,
    output empty,
    input reg_en,
    output [4:0]matrix_act
);
reg [REG_DATA_WIDTH/2-1:0] reg_en_row;
wire [DATA_IN_CIM_WIDTH/32-1:0]full_flag;
wire [7:0]reg_en_row_flag = {reg_en_row[14],reg_en_row[12],reg_en_row[10],reg_en_row[8],reg_en_row[6],reg_en_row[4],reg_en_row[2],reg_en_row[0]};
assign full = col_en?(( reg_en_row_flag & {full_flag[14],full_flag[12],full_flag[10],full_flag[8],full_flag[6],full_flag[4],full_flag[2],full_flag[0]}) == reg_en_row_flag[7:0])  
                          :((reg_en_row[15:0]&full_flag)==reg_en_row[15:0]);
wire [DATA_IN_CIM_WIDTH/32-1:0]empty_flag;
assign empty = col_en?(!(( reg_en_row_flag &(~{empty_flag[14],empty_flag[12],empty_flag[10],empty_flag[8],empty_flag[6],empty_flag[4],empty_flag[2],empty_flag[0]})) == reg_en_row_flag[7:0])) 
                          :(!((reg_en_row[15:0]&(~empty_flag))==reg_en_row[15:0]));
wire [DATA_IN_CIM_WIDTH/32-1:0]RD_EN_flag = {16{RD_EN}} & reg_en_row;
wire [DATA_IN_WIDTH-1:0]din_0 = din;
wire [DATA_IN_WIDTH-1:0]din_1 = din;
wire d_reg_avd = | d_reg;
always @(posedge CLK or negedge rst_n)begin
    if(!rst_n) begin
        reg_en_row <= 16'hFFFF;
    end
    else if(reg_en && a_reg==8'b00000001) begin
        if(!(d_reg[REG_DATA_WIDTH/2-1:0] == 16'b0))
            reg_en_row <= d_reg[REG_DATA_WIDTH/2-1:0];
        else;
    end
    else;
end
assign matrix_act = reg_en_row[0] + reg_en_row[1] + reg_en_row[2] + reg_en_row[3] + reg_en_row[4] + reg_en_row[5] + 
                    reg_en_row[6] + reg_en_row[7] + reg_en_row[8] + reg_en_row[9] + reg_en_row[10] + reg_en_row[11] + 
                    reg_en_row[12] + reg_en_row[13] + reg_en_row[14] + reg_en_row[15];
inputFIFO_unit #(
    .DATA_IN_WIDTH(DATA_IN_WIDTH),
    .ADDR_IN_WIDTH(ADDR_IN_WIDTH),
    .REG_DATA_WIDTH(REG_DATA_WIDTH),
    .REG_DEPTH(REG_DEPTH),
    .REG_ADDR(REG_ADDR),
    .DATA_IN_ADDR(DATA_IN_ADDR),
    .DATA_OUT_ADDR(DATA_OUT_ADDR),
    .ADDR_CIM_IN_WIDTH(ADDR_CIM_IN_WIDTH),
    .CHIP_EN_DATA(4'h0)
)
unit_0(
    .CLK_WR(CLK),
    .RD_EN(RD_EN_flag[1:0]),
    .col_en(col_en),
    .WR_EN(WR_EN[1:0]),
    .rst_n(rst_n),
    .din(din_0),
    .RD_DATA(RD_DATA[63:0]),
    .full(full_flag[1:0]),
    .empty(empty_flag[1:0]),
    .reg_en_flag(reg_en_row[1:0])
);
inputFIFO_unit #(
    .DATA_IN_WIDTH(DATA_IN_WIDTH),
    .ADDR_IN_WIDTH(ADDR_IN_WIDTH),
    .REG_DATA_WIDTH(REG_DATA_WIDTH),
    .REG_DEPTH(REG_DEPTH),
    .REG_ADDR(REG_ADDR),
    .DATA_IN_ADDR(DATA_IN_ADDR),
    .DATA_OUT_ADDR(DATA_OUT_ADDR),
    .ADDR_CIM_IN_WIDTH(ADDR_CIM_IN_WIDTH),
    .CHIP_EN_DATA(4'h0)
)
unit_1(
    .CLK_WR(CLK),
    .RD_EN(RD_EN_flag[3:2]),
    .col_en(col_en),
    .WR_EN(WR_EN[3:2]),
    .rst_n(rst_n),
    .din(din_0),
    .RD_DATA(RD_DATA[127:64]),
    .full(full_flag[3:2]),
    .empty(empty_flag[3:2]),
    .reg_en_flag(reg_en_row[3:2])
);
inputFIFO_unit #(
    .DATA_IN_WIDTH(DATA_IN_WIDTH),
    .ADDR_IN_WIDTH(ADDR_IN_WIDTH),
    .REG_DATA_WIDTH(REG_DATA_WIDTH),
    .REG_DEPTH(REG_DEPTH),
    .REG_ADDR(REG_ADDR),
    .DATA_IN_ADDR(DATA_IN_ADDR),
    .DATA_OUT_ADDR(DATA_OUT_ADDR),
    .ADDR_CIM_IN_WIDTH(ADDR_CIM_IN_WIDTH),
    .CHIP_EN_DATA(4'h0)
)
unit_2(
    .CLK_WR(CLK),
    .RD_EN(RD_EN_flag[5:4]),
    .col_en(col_en),
    .WR_EN(WR_EN[5:4]),
    .rst_n(rst_n),
    .din(din_0),
    .RD_DATA(RD_DATA[191:128]),
    .full(full_flag[5:4]),
    .empty(empty_flag[5:4]),
    .reg_en_flag(reg_en_row[5:4])
);
inputFIFO_unit #(
    .DATA_IN_WIDTH(DATA_IN_WIDTH),
    .ADDR_IN_WIDTH(ADDR_IN_WIDTH),
    .REG_DATA_WIDTH(REG_DATA_WIDTH),
    .REG_DEPTH(REG_DEPTH),
    .REG_ADDR(REG_ADDR),
    .DATA_IN_ADDR(DATA_IN_ADDR),
    .DATA_OUT_ADDR(DATA_OUT_ADDR),
    .ADDR_CIM_IN_WIDTH(ADDR_CIM_IN_WIDTH),
    .CHIP_EN_DATA(4'h0)
)
unit_3(
    .CLK_WR(CLK),
    .RD_EN(RD_EN_flag[7:6]),
    .col_en(col_en),
    .WR_EN(WR_EN[7:6]),
    .rst_n(rst_n),
    .din(din_0),
    .RD_DATA(RD_DATA[255:192]),
    .full(full_flag[7:6]),
    .empty(empty_flag[7:6]),
    .reg_en_flag(reg_en_row[7:6])
);
inputFIFO_unit #(
    .DATA_IN_WIDTH(DATA_IN_WIDTH),
    .ADDR_IN_WIDTH(ADDR_IN_WIDTH),
    .REG_DATA_WIDTH(REG_DATA_WIDTH),
    .REG_DEPTH(REG_DEPTH),
    .REG_ADDR(REG_ADDR),
    .DATA_IN_ADDR(DATA_IN_ADDR),
    .DATA_OUT_ADDR(DATA_OUT_ADDR),
    .ADDR_CIM_IN_WIDTH(ADDR_CIM_IN_WIDTH),
    .CHIP_EN_DATA(4'h0)
)
unit_4(
    .CLK_WR(CLK),
    .RD_EN(RD_EN_flag[9:8]),
    .col_en(col_en),
    .WR_EN(WR_EN[9:8]),
    .rst_n(rst_n),
    .din(din_1),
    .RD_DATA(RD_DATA[319:256]),
    .full(full_flag[9:8]),
    .empty(empty_flag[9:8]),
    .reg_en_flag(reg_en_row[9:8])
);
inputFIFO_unit #(
    .DATA_IN_WIDTH(DATA_IN_WIDTH),
    .ADDR_IN_WIDTH(ADDR_IN_WIDTH),
    .REG_DATA_WIDTH(REG_DATA_WIDTH),
    .REG_DEPTH(REG_DEPTH),
    .REG_ADDR(REG_ADDR),
    .DATA_IN_ADDR(DATA_IN_ADDR),
    .DATA_OUT_ADDR(DATA_OUT_ADDR),
    .ADDR_CIM_IN_WIDTH(ADDR_CIM_IN_WIDTH),
    .CHIP_EN_DATA(4'h0)
)
unit_5(
    .CLK_WR(CLK),
    .RD_EN(RD_EN_flag[11:10]),
    .col_en(col_en),
    .WR_EN(WR_EN[11:10]),
    .rst_n(rst_n),
    .din(din_1),
    .RD_DATA(RD_DATA[383:320]),
    .full(full_flag[11:10]),
    .empty(empty_flag[11:10]),
    .reg_en_flag(reg_en_row[11:10])
);
inputFIFO_unit #(
    .DATA_IN_WIDTH(DATA_IN_WIDTH),
    .ADDR_IN_WIDTH(ADDR_IN_WIDTH),
    .REG_DATA_WIDTH(REG_DATA_WIDTH),
    .REG_DEPTH(REG_DEPTH),
    .REG_ADDR(REG_ADDR),
    .DATA_IN_ADDR(DATA_IN_ADDR),
    .DATA_OUT_ADDR(DATA_OUT_ADDR),
    .ADDR_CIM_IN_WIDTH(ADDR_CIM_IN_WIDTH),
    .CHIP_EN_DATA(4'h0)
)
unit_6(
    .CLK_WR(CLK),
    .RD_EN(RD_EN_flag[13:12]),
    .col_en(col_en),
    .WR_EN(WR_EN[13:12]),
    .rst_n(rst_n),
    .din(din_1),
    .RD_DATA(RD_DATA[447:384]),
    .full(full_flag[13:12]),
    .empty(empty_flag[13:12]),
    .reg_en_flag(reg_en_row[13:12])
);
inputFIFO_unit #(
    .DATA_IN_WIDTH(DATA_IN_WIDTH),
    .ADDR_IN_WIDTH(ADDR_IN_WIDTH),
    .REG_DATA_WIDTH(REG_DATA_WIDTH),
    .REG_DEPTH(REG_DEPTH),
    .REG_ADDR(REG_ADDR),
    .DATA_IN_ADDR(DATA_IN_ADDR),
    .DATA_OUT_ADDR(DATA_OUT_ADDR),
    .ADDR_CIM_IN_WIDTH(ADDR_CIM_IN_WIDTH),
    .CHIP_EN_DATA(4'h0)
)
unit_7(
    .CLK_WR(CLK),
    .RD_EN(RD_EN_flag[15:14]),
    .col_en(col_en),
    .WR_EN(WR_EN[15:14]),
    .rst_n(rst_n),
    .din(din_1),
    .RD_DATA(RD_DATA[511:448]),
    .full(full_flag[15:14]),
    .empty(empty_flag[15:14]),
    .reg_en_flag(reg_en_row[15:14])
);
endmodule
module inputFIFO_unit#(
    parameter DATA_IN_WIDTH = 36,
    parameter DATA_IN_ADDR = 16,
    parameter DATA_OUT_ADDR = 2,
    parameter ADDR_IN_WIDTH = 14,
    parameter REG_DATA_WIDTH = 32,
    parameter REG_DEPTH = 16,
    parameter REG_ADDR = 4,
    parameter ADDR_CIM_IN_WIDTH = 8,
    parameter CHIP_EN_DATA = 4'h0,
    parameter DATA_WIDTH=32,
    parameter DATA_DEPTH=4,
    parameter DATA_ADDR=2
)
(
    input CLK_WR,
    input [1:0]RD_EN,
    input col_en,
    input [1:0]WR_EN,
    input rst_n,
    input [35:0]din,
    output [63:0]RD_DATA,
    output [1:0]full,
    output [1:0]empty,
    input [1:0]reg_en_flag
);
wire full_0,full_1;
wire empty_0,empty_1;
assign full[0] = full_0;
assign full[1] = full_1;
assign empty[0] = empty_0;
assign empty[1] = empty_1;
wire wr_en = WR_EN[0] | WR_EN[1];
wire [DATA_IN_WIDTH-1:0]din_n = din;
wire [31:0]WR_DATA_FIFO_1 = ({32{col_en}} & {28'b0,din_n[35:32]}) | ({32{!col_en}} & din_n[31:0]);
wire [31:0]WR_DATA_FIFO_0 = din_n[31:0];
wire WR_EN_FIFO_1 = col_en?WR_EN[0]:WR_EN[1];
wire RD_EN_FIFO_1 = col_en?RD_EN[0]:RD_EN[1];
wire REG_EN_FIFO_1 = col_en?reg_en_flag[0]:reg_en_flag[1];
wire [63:0] RD_DATA_tmp;
assign RD_DATA[31:0] = {32{reg_en_flag[0]}} & RD_DATA_tmp[31:0];
assign RD_DATA[63:32] = {32{REG_EN_FIFO_1}} & RD_DATA_tmp[63:32];
FIFO_ASYN
#(
    .DATA_WIDTH(DATA_WIDTH),
    .DATA_DEPTH(DATA_DEPTH),
    .DATA_ADDR(DATA_ADDR)
)
FIFO_0
(
	.CLK_WR(CLK_WR), 
	.RST_WR(rst_n), 
	.WR_EN(WR_EN[0]), 
    .RD_EN(RD_EN[0]),
	.WR_DATA(WR_DATA_FIFO_0),
	.RD_DATA(RD_DATA_tmp[31:0]),
	.EMPTY(empty_0),
    .FULL(full_0)
);
FIFO_ASYN
#(
    .DATA_WIDTH(DATA_WIDTH),
    .DATA_DEPTH(DATA_DEPTH),
    .DATA_ADDR(DATA_ADDR)
)
FIFO_1
(
	.CLK_WR(CLK_WR), 
	.RST_WR(rst_n), 
	.WR_EN(WR_EN_FIFO_1), 
    .RD_EN(RD_EN_FIFO_1),
	.WR_DATA(WR_DATA_FIFO_1),
	.RD_DATA(RD_DATA_tmp[63:32]),
	.EMPTY(empty_1),
    .FULL(full_1)
);
endmodule
File: flow/config.mk
export PLATFORM = sky130hd
export DESIGN_NAME = inputFIFO
export DESIGN_NICKNAME = inputFIFO
export VERILOG_FILES = /design/flow/design.v
export SDC_FILE = /design/flow/constraint.sdc
export NUM_CORES = 4
export LEC_CHECK = 1
export CORE_UTILIZATION = 40
File: flow/constraint.sdc
current_design inputFIFO

set clk_period 7.5
set clk_io_pct 0.2

create_clock -name clk0 -period $clk_period [get_ports {CLK}]

set non_clock_inputs [all_inputs -no_clocks]
set_input_delay [expr $clk_period * $clk_io_pct] -clock clk0 $non_clock_inputs
set_output_delay [expr $clk_period * $clk_io_pct] -clock clk0 [all_outputs]
File: flow/run.sh
#!/bin/bash
# OpenROAD 26Q1-2900-gdf79404cd8, Yosys 0.63+post, stock flow scripts
make -C /OpenROAD-flow-scripts/flow DESIGN_CONFIG=/design/flow/config.mk WORK_HOME=/design/flow/orfs finish
==> impl_results.html <==
<p>Metrics extracted from the flow reports.</p>
<table>
<tr><th>Metric</th><th>Value</th></tr>
<tr><th colspan="2">Placed design</th></tr>
<tr><td>Post-placement setup slack</td><td>~1.5 ns</td></tr>
<tr><td>Gpl congestion</td><td>~0.85</td></tr>
<tr><td>Count of buffers inserted at the top-level ports</td><td>between 500 and 600</td></tr>
<tr><td>Post-detail-place hpwl</td><td>around 220000 um</td></tr>
<tr><th colspan="2">Detailed routing</th></tr>
<tr><td>First DRT Iteration DRCs</td><td>between 7000 and 8000</td></tr>
<tr><td>Total detailed-routing wirelength</td><td>between 300000 and 400000 um</td></tr>
<tr><td>DRC violations left</td><td>0</td></tr>
<tr><td>Wire per inst</td><td>24.0 um</td></tr>
<tr><td>Length of routed wiring on met1</td><td>~150000 um</td></tr>
<tr><td>DRT Pass-1 Iters</td><td>10</td></tr>
<tr><td>Met2 WL post-DR</td><td>roughly 160000 um</td></tr>
<tr><td>Routed vias</td><td>between 80000 and 90000</td></tr>
<tr><td>Average vias per placed instance</td><td>approximately 5.5</td></tr>
<tr><td>Met3 wire len</td><td>34600 um</td></tr>
<tr><td>Uppermost routed layer</td><td>met5</td></tr>
<tr><td>Tally of nets with antenna violations remaining after routing</td><td>0</td></tr>
<tr><th colspan="2">Synthesis</th></tr>
<tr><td>Synthesized area per cell</td><td>roughly 11 um^2</td></tr>
<tr><td>Main area contributors</td><td>dfrtp_1, mux2_4, nand2_1, o21ai_0, a222oi_1</td></tr>
<tr><td>YS chip area</td><td>about 120000 um^2</td></tr>
<tr><td>Synthesized registers</td><td>around 2800</td></tr>
<tr><td>Fraction of registers with async set or reset after synthesis</td><td>about 100%</td></tr>
<tr><td>Mux cell area share</td><td>roughly an eighth</td></tr>
<tr><td>Post-synth tally of flip-flops with integrated enable</td><td>0</td></tr>
<tr><td>Adders+Majority by Area</td><td>1.55%</td></tr>
<tr><td>Gate count after technology mapping</td><td>around 11000</td></tr>
<tr><td>Complex-gate fraction of the synthesized area</td><td>about an eighth</td></tr>
<tr><td>Max-area cell share</td><td>a little under three fifths</td></tr>
<tr><td>Fraction of synthesized cell area in xor and xnor cells</td><td>1.18%</td></tr>
<tr><td>Area fraction in and, or, nand and nor cells</td><td>10.1%</td></tr>
<tr><td>Syn. warnings</td><td>3</td></tr>
<tr><td>Top flip-flop cell by instance count after synthesis</td><td>dfrtp_1</td></tr>
<tr><td>Mapped Area</td><td>around 120000 um^2</td></tr>
<tr><td>Dominant non-sequential cell family after synthesis</td><td>AND-OR/OR-AND gates</td></tr>
<tr><td>Cell count listed in synth_stat.txt</td><td>around 11000</td></tr>
<tr><td>Register area share after synthesis</td><td>57.5%</td></tr>
<tr><td>Synth area leader</td><td>dfrtp_1</td></tr>
<tr><td>Cell Type Count</td><td>51</td></tr>
<tr><th colspan="2">Clocking</th></tr>
<tr><td>Total CTS buffers</td><td>305</td></tr>
<tr><td>Clock slew at the register clock pins of the worst setup and hold paths</td><td>about 0.06 ns</td></tr>
<tr><td>Post-CTS Setup Inserts</td><td>0</td></tr>
<tr><td>Skew-Pair Late Insertion Delay</td><td>~0.92 ns</td></tr>
<tr><td>CTS Buffer Depth</td><td>4</td></tr>
<tr><td>TritonCTS Sinks</td><td>2768</td></tr>
<tr><td>Number of H-tree levels</td><td>5</td></tr>
<tr><td>Hold bufs inserted after CTS</td><td>0</td></tr>
<tr><td>Clock tree from TritonCTS</td><td>built</td></tr>
<tr><td>Resized cells post-CTS</td><td>0</td></tr>
<tr><td>Buffer type at the clock tree root</td><td>clkbuf_16</td></tr>
<tr><th colspan="2">Worst setup path</th></tr>
<tr><td>Required time reported for the critical path endpoint</td><td>6.00 ns</td></tr>
<tr><td>Critical path class</td><td>register to output pin</td></tr>
<tr><td>WP depth</td><td>10</td></tr>
<tr><td>Largest fanout on the critical path</td><td>3</td></tr>
<tr><td>Crit path buffers/inverters</td><td>3</td></tr>
<tr><td>Critical Path Max Stage Delay</td><td>approximately 0.58 ns</td></tr>
<tr><td>Worst endpoint data arrival time</td><td>approximately 5.4 ns</td></tr>
<tr><td>Crit path launch type</td><td>register</td></tr>
<tr><td>Ordered cell list for the critical path</td><td>inv_1 -&gt; fa_1 -&gt; fa_1 -&gt; fa_1 -&gt; fa_1 -&gt; inv_1 -&gt; ha_1 -&gt; fa_1 -&gt; xor2_1 -&gt; clkdlybuf4s50_1</td></tr>
<tr><td>Path depth of the worst reg2reg path</td><td>7</td></tr>
<tr><td>Cell mode on critical path</td><td>fa_1</td></tr>
<tr><td>Cell type of the slowest stage on the worst timing path</td><td>clkdlybuf4s50_1</td></tr>
<tr><td>Crit path max-delay family</td><td>adder cells</td></tr>
<tr><td>Nature of the critical path endpoint</td><td>output pin</td></tr>
<tr><th colspan="2">STA</th></tr>
<tr><td>Tmin final</td><td>6.85 ns</td></tr>
<tr><td>RSZ-0062 raised after global routing</td><td>no</td></tr>
<tr><td>Total Negative Setup Slacks</td><td>0 ns</td></tr>
<tr><td>Tightest Pin Transition</td><td>0.902 ns</td></tr>
<tr><td>Final cycle utilization of the critical path</td><td>91.3%</td></tr>
<tr><td>Max_slew headroom</td><td>38.2%</td></tr>
<tr><td>Final Worst Setup Slack</td><td>~0.65 ns</td></tr>
<tr><td>Number of pins with negative max-slew slack in the final report</td><td>0</td></tr>
<tr><td>Count of final hold-check violations</td><td>0</td></tr>
<tr><td>Worst setup skew after layout</td><td>0.0594 ns</td></tr>
<tr><td>Highest clock rate</td><td>146 MHz</td></tr>
<tr><td>Number of setup violations in the final report</td><td>0</td></tr>
<tr><th colspan="2">Run</th></tr>
<tr><td>Maximum capacitance violations</td><td>0</td></tr>
<tr><td>Tally of OpenROAD warnings</td><td>about 190</td></tr>
<tr><th colspan="2">Finish</th></tr>
<tr><td>Synth-to-Final Area Change</td><td>15.6%</td></tr>
<tr><td>Layout cell share with drive strength beyond 1</td><td>a little under a fifth</td></tr>
<tr><th colspan="2">Floorplanning</th></tr>
<tr><td>Area of the core region</td><td>300000 um^2</td></tr>
<tr><td>Initial core utilization</td><td>approximately 40%</td></tr>
<tr><td>Die H</td><td>around 550 um</td></tr>
<tr><td>Total die area</td><td>a little over 300000 um^2</td></tr>
<tr><td>Total number of placement rows</td><td>roughly 200</td></tr>
<tr><td>Chip width</td><td>approximately 550 um</td></tr>
<tr><td>Count of boundary I/O pins</td><td>about 620</td></tr>
<tr><th colspan="2">Power</th></tr>
<tr><td>Leakage power of the design</td><td>62.1 nW</td></tr>
<tr><td>Maximum vdd drop</td><td>approximately 250 uV</td></tr>
<tr><td>Cell Pwr Density</td><td>approximately 440 nW/um^2</td></tr>
<tr><th colspan="2">Global route</th></tr>
<tr><td>Pin count of the biggest net entering global routing</td><td>approximately 140</td></tr>
<tr><td>Global-route wire length before repair</td><td>~540000 um</td></tr>
<tr><td>Global router's overall resource usage</td><td>approximately 25%</td></tr>
<tr><td>Antenna violations before repair</td><td>25</td></tr>
<tr><td>Total congestion overflow after global routing</td><td>0</td></tr>
<tr><td>Vias in the first global route</td><td>approximately 83000</td></tr>
<tr><th colspan="2">Hold path</th></tr>
<tr><td>Hold Path Cell Cnt</td><td>2</td></tr>
<tr><td>Type of the most critical hold path</td><td>register to register</td></tr>
<tr><th colspan="2">Outcome</th></tr>
<tr><td>Status</td><td>complete, no violations</td></tr>
</table>
-- cells in the final DEF (no fill, tap or decap), types with 27 or more instances in the layout --
cell type,count
dfrtp_1,2752
nand2_1,1572
o21ai_0,1119
mux2_4,657
clkdlybuf4s50_1,564
a222oi_1,514
nor2_1,466
a21oi_1,460
o21ai_1,447
mux2_2,441
clkbuf_16,307
and2_1,264
nor2b_1,257
buf_4,227
ha_1,117
inv_1,101
xnor2_1,91
xor2_1,71
clkbuf_1,68
clkbuf_8,65
nand2_2,43
clkinv_2,36
buf_2,33
nand2b_1,32
nand2b_2,28
mux2i_1,27
-- worst reg2reg max path, cell delays in order (launching register included) --
cell	delay (ns)
dfrtp_1	0.46
inv_1	0.12
ha_1	0.33
xnor2_1	0.73
a21oi_4	0.23
nand2_2	0.14
buf_4	0.55
o21ai_0	0.22
-- registers in the layout (all words and copies together), names as in the netlist, 128 cells and up --
name,count
unit_0.FIFO_0.reg_fifo,128
unit_0.FIFO_1.reg_fifo,128
unit_1.FIFO_0.reg_fifo,128
unit_1.FIFO_1.reg_fifo,128
unit_2.FIFO_0.reg_fifo,128
unit_2.FIFO_1.reg_fifo,128
unit_3.FIFO_0.reg_fifo,128
unit_3.FIFO_1.reg_fifo,128
unit_4.FIFO_0.reg_fifo,128
unit_4.FIFO_1.reg_fifo,128
unit_5.FIFO_0.reg_fifo,128
unit_5.FIFO_1.reg_fifo,128
unit_6.FIFO_0.reg_fifo,128
unit_6.FIFO_1.reg_fifo,128
unit_7.FIFO_0.reg_fifo,128
unit_7.FIFO_1.reg_fifo,128
-- power breakdown --
group | total [mW] | internal (mW) | switching (mW)
sequential | 25.9 | 22.0 | 3.95
combinational | 20.0 | 8.76 | 11.2
clock | 15.3 | 9.09 | 6.20
-- final timing paths --
check	start	endpoint	slack (ns)
max	reg_en_row[5]	matrix_act[2]	0.65
min	unit_0.FIFO_1.data_out[19]	unit_0.FIFO_1.data_out[19]	0.47
max reg2reg	unit_4.FIFO_1.WR_ADDR[1]	unit_4.FIFO_1.reg_fifo[1][31]	4.57
min reg2reg	unit_0.FIFO_1.data_out[19]	unit_0.FIFO_1.data_out[19]	0.47
max in group asynchronous	rst_n	unit_2.FIFO_0.RD_ADDR[0]	4.93
min in group asynchronous	rst_n	unit_3.FIFO_1.reg_fifo[0][8]	0.54
-- logic make-up after synthesis --
family | count (synthesis)
flops | 2768
buf+inv | 1040
fa+ha+maj | 143
simple gates | 2741
compound gates | 2558
xor+xnor | 162
mux | 1157
-- stage by stage --
stage / total power, mW / hold WS, ns / util, % / std cells / cell area [um^2]
after floorplan: 39.7 / 0.439 / - / 10600 / 121000
after global placement: 45.2 / 0.455 / 43.1 / 14400 / 129000
after detailed placement: 46.0 / 0.463 / 43.1 / 14400 / 129000
after CTS: 61.6 / 0.476 / 46.5 / 15000 / 139000
after global routing: 65.0 / 0.488 / 46.5 / 15000 / 139000
final: 61.2 / 0.468 / 46.5 / 15000 / 139000
-- cell usage after synthesis, types with 2 or more instances --
cell	instances
nor2_1	466
xor2_1	71
mux2_4	657
fa_1	10
xnor2_1	91
nor3b_1	2
nand3b_1	6
nand2_2	36
o22ai_1	3
buf_2	169
mux2i_1	39
or3_1	2
inv_1	101
o21ai_1	447
dfrtp_1	2752
nand2_4	20
or2_2	3
dfstp_2	16
o21ai_0	1119
nand3_1	13
buf_1	22
nor2b_1	257
buf_6	78
a21oi_1	460
buf_4	60
a222oi_1	514
nor3_1	12
mux2_2	441
and3_1	11
nand2_1	1579
ha_1	133
clkbuf_1	606
nand2b_1	60
a21oi_4	7
mux2_1	20
clkbuf_2	2
nor4_1	6
and2_1	264
buf_12	2
-- area by class of cell --
cell class / instances / area, um^2
Sequential cell: 2768 / 69300
Tap cell: 3958 / 4950
Multi-Input combinational cell: 6761 / 46700
Fill cell: 25900 / 160000
Clock inverter: 98 / 1420
Antenna cell: 11 / 27.5
Timing Repair Buffer: 842 / 7880
Inverter: 101 / 379
Clock buffer: 440 / 8830
-- routing by layer --
metal / up-vias / track usage [%]
li1: 37400 / -
met1: 41400 / 35.0
met2: 2886 / 36.4
met3: 573 / 9.03
met4: 14 / 9.20
met5: - / 0
Power figures rest on the tool's default switching activity, not on a simulated workload.
