### ./design.v
module IO #(
    parameter DATA_IN_WIDTH = 36,
    parameter DATA_OUT_WIDTH = 32,
    parameter DATA_IN_ADDR = 16,
    parameter DATA_OUT_ADDR = 2,
    parameter ADDR_IN_WIDTH = 11,
    parameter REG_DATA_WIDTH = 32,
    parameter REG_DEPTH = 16,
    parameter REG_ADDR = 8,
    parameter ADDR_CIM_IN_WIDTH = 8,
    parameter DATA_CIM_IN_WIDTH = 32,
    parameter CHIP_EN_DATA = 4'h0,
    parameter CIM_COLLUMN = 16
)
(
    input clk,
    input rst,
    input col_en,
    input empty_outputfifo,
    output empty,
    input full_inputfifo,
    output full,
    input [ADDR_IN_WIDTH-1:0]a_in,
    output [REG_ADDR-1:0]a_reg,
    output [ADDR_CIM_IN_WIDTH-1:0] a_cim,
    output [REG_DATA_WIDTH-1:0]d_reg,
    output [DATA_IN_ADDR-1:0]inputfifo_WR_EN,
    output [DATA_OUT_ADDR-1:0]outputfifo_RD_EN,
    input [DATA_IN_WIDTH-1:0]data_in,
    output [DATA_CIM_IN_WIDTH-1:0]data_in_cim,
    output wrt,
    output reg_en,
    input chip_en
    );
    wire wrt_en,inputfifo_wr_en,outputfifo_rd_en;
    wire [3:0]inputfifo_addr;
    assign inputfifo_addr = a_in[3:0];
    assign wrt_en = chip_en & (a_in[10:8]==3'b001);
    assign inputfifo_wr_en = chip_en &((a_in[10:8]==3'b010) | (a_in[10:8]==3'b111));
    assign reg_en = chip_en & (a_in[10:8]==3'b011);
    assign a_reg = {32{reg_en}} & a_in[REG_ADDR-1:0];
    assign d_reg = {32{reg_en}} & data_in[REG_DATA_WIDTH-1:0];
    assign inputfifo_WR_EN[0] = inputfifo_wr_en & (inputfifo_addr==4'b0000);
    assign inputfifo_WR_EN[1] = inputfifo_wr_en & (inputfifo_addr==4'b0001);
    assign inputfifo_WR_EN[2] = inputfifo_wr_en & (inputfifo_addr==4'b0010);
    assign inputfifo_WR_EN[3] = inputfifo_wr_en & (inputfifo_addr==4'b0011);
    assign inputfifo_WR_EN[4] = inputfifo_wr_en & (inputfifo_addr==4'b0100);
    assign inputfifo_WR_EN[5] = inputfifo_wr_en & (inputfifo_addr==4'b0101);
    assign inputfifo_WR_EN[6] = inputfifo_wr_en & (inputfifo_addr==4'b0110);
    assign inputfifo_WR_EN[7] = inputfifo_wr_en & (inputfifo_addr==4'b0111);
    assign inputfifo_WR_EN[8] = inputfifo_wr_en & (inputfifo_addr==4'b1000);
    assign inputfifo_WR_EN[9] = inputfifo_wr_en & (inputfifo_addr==4'b1001);
    assign inputfifo_WR_EN[10] = inputfifo_wr_en & (inputfifo_addr==4'b1010);
    assign inputfifo_WR_EN[11] = inputfifo_wr_en & (inputfifo_addr==4'b1011);
    assign inputfifo_WR_EN[12] = inputfifo_wr_en & (inputfifo_addr==4'b1100);
    assign inputfifo_WR_EN[13] = inputfifo_wr_en & (inputfifo_addr==4'b1101);
    assign inputfifo_WR_EN[14] = inputfifo_wr_en & (inputfifo_addr==4'b1110);
    assign inputfifo_WR_EN[15] = inputfifo_wr_en & (inputfifo_addr==4'b1111);
    wire [3:0]outputfifo_addr = a_in[7:4];
    assign outputfifo_rd_en = (a_in[10:8]==3'b100) | (a_in[10:8]==3'b111);
    assign outputfifo_RD_EN[0] = outputfifo_rd_en & (outputfifo_addr==4'b0000);
    assign outputfifo_RD_EN[1] = outputfifo_rd_en & (outputfifo_addr==4'b0001);
    assign wrt = wrt_en & chip_en;
    assign full = full_inputfifo;
    assign empty = empty_outputfifo;
    assign a_cim =  a_in[7:0];
    assign data_in_cim = data_in[31:0];
endmodule
### ./run.sh
#!/bin/bash
# OpenROAD 26Q1-2900-gdf79404cd8, Yosys 0.63+post, stock flow scripts
make -C /OpenROAD-flow-scripts/flow DESIGN_CONFIG=/design/flow/config.mk WORK_HOME=/design/flow/orfs finish
### ./config.mk
export PLATFORM = sky130hd
export DESIGN_NAME = IO
export DESIGN_NICKNAME = IO
export VERILOG_FILES = /design/flow/design.v
export SDC_FILE = /design/flow/constraint.sdc
export NUM_CORES = 4
export LEC_CHECK = 1
export CORE_AREA = 10 10 71 71
export DIE_AREA = 0 0 81 81
### ./constraint.sdc
current_design IO

set clk_period 3.0
set clk_io_pct 0.2

create_clock -name clk0 -period $clk_period

set non_clock_inputs [all_inputs -no_clocks]
set_input_delay [expr $clk_period * $clk_io_pct] -clock clk0 $non_clock_inputs
set_output_delay [expr $clk_period * $clk_io_pct] -clock clk0 [all_outputs]
==> qor.log <==
INFO  routing        drt-pass1-iter-count=4
INFO  routing        initialDrtViolationCount=19
INFO  worst_hold_path hold-path-cell-count=0
INFO  logic_synthesis synth.top_cells.by_count=sky130_fd_sc_hd__buf_4, sky130_fd_sc_hd__and2_1, sky130_fd_sc_hd__nor3_1
INFO  logic_synthesis top_area_frac=0.391
INFO  global_route   grt.total_usage=0.112
INFO  worst_setup_path timing.critical_path.mode_cell=sky130_fd_sc_hd__clkdlybuf4s50_1
INFO  clocking       post_cts_resized=0
INFO  logic_synthesis synth_cells=122
INFO  clocking       cts-hold-fix-buffers=0
INFO  cells_and_area clock_buf_count=0
INFO  floorplan      fp.dieArea=0.00656sqmm
INFO  worst_hold_path min_path_type=in -> out
INFO  timing         fin_setup_tns=0ns
INFO  worst_setup_path timing.critical_path.arrival=2.29ns
INFO  worst_setup_path crit_type=in -> out
INFO  timing         worst_hold_slack_across_all_endpoints=1.20ns
INFO  cells_and_area area_growth=148%
INFO  timing         grt_setup_unrepaired=false
INFO  logic_synthesis synth-seq-area-share=0
INFO  global_route   wire_length_of_the_first_global_routing_pass=5910microns
INFO  worst_setup_path max_stage_delay=0.56ns
INFO  routing        wl_met1=1610microns
INFO  routing        met2WireLength=2130microns
INFO  global_route   antenna_found_initial=0
INFO  logic_synthesis yosysCellCount=122
INFO  worst_setup_path cp-start-kind=input pin
INFO  power          design_power_total=0.175mW
INFO  worst_setup_path critical_path.max_fanout=3
INFO  global_route   largest_net_degree_at_the_start_of_global_routing=26
INFO  routing        antenna_cells_inserted=0
INFO  logic_synthesis postSynthAreaPerCell=6.77squm
INFO  timing         maximum_clock_rate=0.345GHz
INFO  routing        via_count=1092
INFO  routing        number_of_nets_with_antenna_violations_after_routing=0
INFO  timing         hold_viol_final=0
INFO  routing        met3WireLength=643microns
INFO  cells_and_area layout.cells.non_filler=271
INFO  run            warnings=39
INFO  floorplan      initCoreUtil=0.227
INFO  placement      numPlacedInstances=271
INFO  timing         final_setup_violation_count=0
INFO  placement      io_buffers=144
INFO  logic_synthesis ys.warnings.count=0
INFO  placement      routabilityCongestion=0.807
INFO  floorplan      die_height=81microns
INFO  timing         layout_min_cycle_time=2.89ns
INFO  global_route   overflow=0
INFO  logic_synthesis synthesis.area=826squm
INFO  power          leakage_power_figure=0.748nW
INFO  floorplan      placementRows=22
INFO  power          powerDensity=85.4mW/mm^2
INFO  timing         slew_headroom=0.740
INFO  floorplan      num_io_pins=155
INFO  cells_and_area drive_above_1_share=0.0538
INFO  outcome        status=complete, no violations
INFO  routing        post-route-drc-count=0
INFO  routing        top_signal_layer_used=met3
INFO  cells_and_area seq_area=0squm
INFO  timing         post_layout_period_usage=0.965
INFO  worst_setup_path path_cells=clkdlybuf4s50_1 -> or4b_4 -> nor3_2 -> clkdlybuf4s50_1
INFO  floorplan      design.core.area=0.00363sqmm
INFO  placement      dpl.hpwl=3980microns
INFO  power          vdd_drop_max=0.0476mV
INFO  routing        wire_per_inst=16.2microns
INFO  clocking       postCtsSetupBuffers=0
INFO  routing        drt-vias-per-instance=4.03
INFO  logic_synthesis yosysUniqueCellTypes=17
INFO  floorplan      floorplan.die.width=81microns
INFO  worst_setup_path worstSetupEndpointType=output port
INFO  logic_synthesis post-synth-top-area-cell=sky130_fd_sc_hd__buf_4
INFO  timing         final-max-slew-violation-count=0
INFO  logic_synthesis yosysChipArea=826squm
INFO  logic_synthesis area_leaders=sky130_fd_sc_hd__buf_4, sky130_fd_sc_hd__and2_1, sky130_fd_sc_hd__nor3_1
INFO  global_route   vias_in_the_first_global_route=1029
INFO  logic_synthesis post-synth-top-count-cell=sky130_fd_sc_hd__buf_4
INFO  worst_setup_path worstPathRequired=2.40ns
INFO  routing        routed_wl=4380microns
INFO  timing         tightest_slew=0.389ns
INFO  run            maxCapViolCount=0
INFO  worst_setup_path crit_path_max_delay_cell_type=sky130_fd_sc_hd__or4b_4
INFO  cells_and_area sequential_cell_count_of_the_final_layout=0
[final cells by class]
| cell class | instances | area [sq um] |
|---|---|---|
| fill | 325 | 1590 |
| multi-input combinational | 74 | 489 |
| tap | 48 | 60.1 |
| timing repair buffer | 149 | 1500 |
[cells in the final DEF (no fill, tap or decap), drive strengths merged]
master         instances
buf                    5
or4b                   1
clkdlybuf4s50        142
or2                    2
nor3b                  1
xor2                   2
nand4b                 2
nand2b                 2
and2                  40
dlymetal6s2s           2
nand2                  4
nor4                   5
nor3                  13
nand4                  1
and4b                  1
[worst paths after layout]
| check | slack [ns] | start | to |
|---|---|---|---|
| min | 1.20 | empty_outputfifo | empty |
| max | 0.11 | a_in[6] | outputfifo_RD_EN[0] |
[cells by family after synthesis]
family	count (synthesis)	synth area share
XOR/XNOR	2	0.0303
AND/OR/NAND/NOR	72	0.548
buffers and inverters	48	0.421
[metal layers]
| layer | vias to the layer above | track usage |
|---|---|---|
| li1 | 571 | - |
| met2 | 75 | 0.214 |
| met4 | 0 | 0 |
| met3 | 0 | 0.0423 |
| met5 | - | 0 |
| met1 | 446 | 0.121 |
[where the power goes]
| part | total (mW) | switching, mW | internal, mW |
|---|---|---|---|
| clock | 0 | 0 | 0 |
| combinational | 0.175 | 0.0472 | 0.128 |
| sequential | 0 | 0 | 0 |
[through the flow]
step | utilization | area [sq um] | setup slack [ns]
2_1_floorplan | - | 826 | 1.13
3_3_place_gp | 0.559 | 2030 | 0.0564
3_5_place_dp | 0.559 | 2030 | 0.0204
4_1_cts | 0.559 | 2030 | 0.0228
5_1_grt | 0.563 | 2050 | 0.0509
6_report | 0.563 | 2050 | 0.106
[worst max-delay path: cells and delay by family]
family | cells | cell delay, ns
buffers and inverters | 2 | 0.95
AND/OR/NAND/NOR | 2 | 0.74
Power figures rest on the tool's default switching activity, not on a simulated workload.
