$ cat ./design.v
`timescale 1ns/1ps
module FIFO_ASYN
#(
	parameter DATA_WIDTH = 32,
	parameter DATA_DEPTH = 4,
	parameter DATA_ADDR  = 2
)
(
	input CLK_WR,
	input RST_WR,
	input WR_EN, RD_EN,
	input [DATA_WIDTH-1:0] WR_DATA,
	output [DATA_WIDTH-1:0] RD_DATA,
	output EMPTY,FULL
);
reg [DATA_WIDTH-1:0] data_out;
wire empty_out,full_out;
assign RD_DATA = data_out;
assign EMPTY = empty_out;
assign FULL = full_out;
reg [DATA_WIDTH-1:0] reg_fifo [DATA_DEPTH-1:0];
reg [DATA_ADDR:0] WR_ADDR,RD_ADDR;   
integer i;
always @ (posedge CLK_WR or negedge RST_WR)
begin
	if(!RST_WR) begin
		for(i=0;i<DATA_DEPTH;i=i+1)
			reg_fifo[i] <= 0;
        WR_ADDR <= 0;
		RD_ADDR <= 0;
		data_out <= 0;
	end
	else begin
		if(!full_out && WR_EN) begin
			reg_fifo[WR_ADDR[DATA_ADDR-1 : 0]] <= WR_DATA;
			WR_ADDR <= WR_ADDR + 1;
		end
		else begin
			WR_ADDR<=WR_ADDR;
		end
		if(!empty_out && RD_EN) begin
			data_out <= reg_fifo[RD_ADDR[DATA_ADDR-1 : 0]];
			RD_ADDR <= RD_ADDR + 1;
		end
		else begin
			RD_ADDR <= RD_ADDR;
		end
	end
end
wire [DATA_ADDR:0] WR_ADDR_GRAY,RD_ADDR_GRAY;
assign WR_ADDR_GRAY = (WR_ADDR >> 1) ^ WR_ADDR;
assign RD_ADDR_GRAY = (RD_ADDR >> 1) ^ RD_ADDR;
reg [DATA_ADDR:0] WR_ADDR_GRAY_SYNC,RD_ADDR_GRAY_SYNC;
reg [DATA_ADDR:0] WR_ADDR_GRAY_SYNC_R,RD_ADDR_GRAY_SYNC_R;
always @ (posedge CLK_WR or negedge RST_WR)
begin
	if(!RST_WR) begin
		RD_ADDR_GRAY_SYNC   <= 0;
        WR_ADDR_GRAY_SYNC   <= 0;
	end
	else begin
		RD_ADDR_GRAY_SYNC   <= RD_ADDR_GRAY;
		WR_ADDR_GRAY_SYNC   <= WR_ADDR_GRAY;
	end
end
assign empty_out = (RD_ADDR_GRAY[DATA_ADDR : 0] == WR_ADDR_GRAY_SYNC[DATA_ADDR : 0])? 1:0;
assign full_out = (WR_ADDR_GRAY[DATA_ADDR : 0] == {~RD_ADDR_GRAY_SYNC[DATA_ADDR : DATA_ADDR-1] , RD_ADDR_GRAY_SYNC[DATA_ADDR-2:0]})? 1:0;
endmodule
module outputFIFO #(
    parameter DATA_IN_WIDTH = 36,
    parameter DATA_OUT_WIDTH = 32,
    parameter DATA_IN_ADDR = 16,
    parameter DATA_OUT_ADDR = 2,
    parameter ADDR_IN_WIDTH = 14,
    parameter REG_DATA_WIDTH = 32,
    parameter REG_DEPTH = 4,
    parameter REG_ADDR = 2,
    parameter ADDR_CIM_IN_WIDTH = 8,
    parameter DATA_IN_CIM_WIDTH = 512,
    parameter DATA_DEPTH = 4,
    parameter DATA_ADDR = 2
)
(
    input CLK,
    input [1:0]RD_EN,
    input WR_EN,
    input rst_n,
    input [63:0]qin,
    output [31:0]RD_DATA,
    output full,
    output empty
);
wire [31:0]RD_DATA_0,RD_DATA_1;
wire full_0,full_1;
wire empty_0,empty_1;
assign full = full_0 | full_1;
assign empty = empty_0 | empty_1;
FIFO_ASYN
#(
    .DATA_WIDTH(32),
    .DATA_DEPTH(DATA_DEPTH),
    .DATA_ADDR(DATA_ADDR)
)
FIFO_0
(
	.CLK_WR(CLK), 
	.RST_WR(rst_n), 
	.WR_EN(WR_EN), 
    .RD_EN(RD_EN[0]),
	.WR_DATA(qin[31:0]),
	.RD_DATA(RD_DATA_0),
	.EMPTY(empty_0),
    .FULL(full_0)
);
FIFO_ASYN
#(
    .DATA_WIDTH(32), 
    .DATA_DEPTH(DATA_DEPTH),	
    .DATA_ADDR(DATA_ADDR)
)
FIFO_1
(
	.CLK_WR(CLK), 
	.RST_WR(rst_n), 
	.WR_EN(WR_EN), 
    .RD_EN(RD_EN[1]),
	.WR_DATA(qin[63:32]),
	.RD_DATA(RD_DATA_1),
	.EMPTY(empty_1),
    .FULL(full_1)
);
assign RD_DATA = ({32{RD_EN[0]}} & RD_DATA_0) | ({32{RD_EN[1]}} & RD_DATA_1);
endmodule
$ cat ./run.sh
#!/bin/bash
# OpenROAD 26Q1-2900-gdf79404cd8, Yosys 0.63+post, stock flow scripts
make -C /OpenROAD-flow-scripts/flow DESIGN_CONFIG=/design/flow/config.mk WORK_HOME=/design/flow/orfs finish
$ cat ./config.mk
export PLATFORM = sky130hd
export DESIGN_NAME = outputFIFO
export DESIGN_NICKNAME = outputFIFO
export VERILOG_FILES = /design/flow/design.v
export SDC_FILE = /design/flow/constraint.sdc
export NUM_CORES = 4
export LEC_CHECK = 1
export CORE_UTILIZATION = 40
$ cat ./constraint.sdc
current_design outputFIFO

set clk_period 10.4
set clk_io_pct 0.2

create_clock -name clk0 -period $clk_period [get_ports {CLK}]

set non_clock_inputs [all_inputs -no_clocks]
set_input_delay [expr $clk_period * $clk_io_pct] -clock clk0 $non_clock_inputs
set_output_delay [expr $clk_period * $clk_io_pct] -clock clk0 [all_outputs]
==> run summary <==
run metrics: Vias/cell 5.281, DR vias 8,956, Post-DRT Antenna Nets 0, total tool warning count 40, Num CTS Buffers 39, Sw Pwr 2.069 mW, WHS Endpoint FIFO_0.RD_ADDR_GRAY_SYNC[2]$_DFF_PN0_, Top cell excl fill/tap dfrtp_1, post-CTS resize count 0, Port-buffer cells 102, final routed DRC violation total 0, CP required 8320 ps, peak supply drop 0.1381 mV, Rows 71, Max-Slew Margin vs Limit 47.37%, RSZ-0062 raised after global routing false, sequential power share 39.0%, clock power share 21.6%, CTS max path bufs 3, first-pass GRT wire length 55,480 µm, filler cell count 3,299, largest net degree at the start of global routing 119, Synth Cell Area 15,440 µm², Hold Path Stages 0, Die Width 198.5 µm, CP startpoint kind primary input, r2r startpoint FIFO_0.WR_ADDR[1]$_DFFE_PN0P_, gr usage total 19.27%, Int Pwr 4.172 mW, final slew viol count 0, fin crit period 5744 ps, Slew @ Worst Pin 789.5 ps, Crit Path Class in -> out, CTS Hold Buffers Added 0, CP endpoint kind output pin, P&R area growth vs syn 17.61%, H-tree levels 2, Mean Syn Cell Area 14.63 µm², post-synth cell types 37, Pwr per Cell Area 343.6 nW/µm², Mapped Cells 1,056, vias in the first global route 9,230, Comb pwr share 39.4%, Leak 7.836 nW, period utilization 55.23%, placed insts 1,626, CTS Sinks 344, status completed, sequential fraction of the synthesis area 55.74%, setup slack, reg-to-reg 7790 ps, initial antenna violation count 2, Final setup viols 0, 1st-pass router iterations 8, die area 39,400 µm², setup total negative slack 0 ps, Routed WL 34,600 µm, Crit Path Max Fanout 34, DRT iter0 DRCs 736, Post-CTS Setup Inserts 0, final clock skew 26.37 ps, Tot Pwr 6.241 mW, Core Area 37,840 µm², reg2reg end FIFO_0.reg_fifo[3][2]$_DFFE_PN0P_, num ports 103, Sw Ratio 33.15%, f_max 0.1741 GHz, Initial Util 40.81%, GP Congestion 0.7744, grt ovf 0, WP data arrival 3660 ps, ys cells 1,056, clock transition at the registers of the reported paths 60 ps, worst reg2reg path depth 6, number of synthesis warnings 2, wire per inst 20.40 µm, root buffer cell clkbuf_16, Hold Crit Class reg -> reg, HP Start FIFO_0.RD_ADDR[2]$_DFFE_PN0P_, most instantiated logic cells after routing dfrtp_1 (344), mux2_2 (193), clkdlybuf4s50_1 (101), Late-Pin Clk Latency 550 ps, YS chip area 15,440 µm², maxcap violations 0, HPWL after detailed placement 21,310 µm, CTS tree built, final-report hold violation count 0, Cell Count, Final, Fillers Out 1,696, Die H 198.5 µm, layout cells sized above 1 27.36%, post-synthesis register bit count 344
[cell usage after synthesis, drive strengths merged]
library cell    n  area share, %
a222oi         64            4.1
nand2b          6           0.24
dfrtp         344             56
a311o           2           0.13
nor2            3          0.073
a21o            1          0.049
nand3           1          0.032
inv            75            1.8
o211ai          2          0.097
nand3b          1          0.049
xnor2          10           0.74
a21oi          14            1.0
nand2           9           0.22
buf            31            1.9
mux2i          68            4.6
and2            2          0.081
nor3            2          0.065
o22ai           1          0.041
a22o           33            1.9
xor2           10           0.66
clkbuf         36           0.87
ha             16            1.3
o21ai           4           0.13
mux2          321             24
[how the worst max path moves through the flow]
stage | from | to | slack, ps | cells after the start
4_1_cts | RD_EN[1] | RD_DATA[11] | 4650 | 4
5_1_grt | RD_EN[1] | RD_DATA[9] | 4590 | 4
6_report | RD_EN[1] | RD_DATA[15] | 4660 | 4
[power groups by stage]
stage	combinational (mW)	sequential [mW]	clock [mW]
4_1_cts	2.50	2.44	1.39
5_1_grt	2.69	2.52	1.44
6_report	2.46	2.43	1.35
[cell type report]
cell class	count	area (µm²)	share of cell area, %
inverters	75	281.5	1.550
diodes	1	2.502	0.01378
clock inverters	11	125.1	0.6888
repair buffers	126	1219	6.709
multi-input cells	570	6151	33.86
well taps	511	639.4	3.520
flip-flops and latches	344	8608	47.39
clock buffers	58	1139	6.268
[per-layer routing]
layer / share of wire, % / global-route usage, % / up-vias
li1: - / - / 4076
met1: 48 / 31.59 / 4655
met4: 1.8 / 3.305 / 4
met5: 0.075 / 0 / -
met2: 45 / 27.99 / 169
met3: 4.9 / 4.030 / 52
[registers in the layout, indices dropped and copies added (netlist names)]
name / count
FIFO_0.RD_ADDR_GRAY_SYNC: 3
FIFO_1.WR_ADDR: 3
FIFO_0.reg_fifo: 128
FIFO_1.reg_fifo: 128
FIFO_0.RD_ADDR: 3
FIFO_0.WR_ADDR: 3
FIFO_0.WR_ADDR_GRAY_SYNC: 3
FIFO_1.WR_ADDR_GRAY_SYNC: 3
FIFO_1.RD_ADDR_GRAY_SYNC: 3
FIFO_1.RD_ADDR: 3
FIFO_0.data_out: 32
FIFO_1.data_out: 32
[logic make-up (layout without fill, tap and decap cells)]
family,after synthesis,after routing,synth area share [%]
muxes,389,389,28.68
buffers and inverters,142,270,4.618
adders and majority gates,16,16,1.296
xor gates and xnor gates,20,20,1.402
other,0,1,0
DFF,344,344,55.74
and+or+nand+nor,24,24,0.7615
AOI/OAI and AO/OA,121,121,7.510
[per-stage QoR]
step / instance area [µm²] / hold slack [ps] / setup slack [ps] / utilization [%]
after global routing: 18160 / 488.2 / 4591 / 47.99
final: 18160 / 470.9 / 4657 / 48.00
after CTS: 18160 / 477.5 / 4653 / 47.99
after global placement: 16900 / 465.7 / 4684 / 44.65
after detailed placement: 16900 / 463.9 / 4654 / 44.65
after floorplan: 15440 / 439.3 / 5575 / -
[worst max-delay path, cell delays in order]
cell and delay, ps:
clkdlybuf4s50_1 500, buf_4 380, a22o_1 200, clkdlybuf4s50_1 470
Power and IR drop assume default switching activity.
