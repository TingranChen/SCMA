==> design.v <==
module SRAM_ChargePulsation(
        input [511:0]data_in_cim, 
        input model,
        input set,
        input comp,
        input inbit,
        input wait_,
        input clk,
        input [7:0]a,
        input [31:0]d,
        output [191:0]q,
        input [15:0]sel_array,
        input col_en,
        input reg_en,
        input wrt
);
wire [191:0]q10 = data_in_cim[191:0];
assign q = ~q10;
endmodule
==> run.sh <==
#!/bin/bash
# OpenROAD 26Q1-2900-gdf79404cd8, Yosys 0.63+post, stock flow scripts
make -C /OpenROAD-flow-scripts/flow DESIGN_CONFIG=/design/flow/config.mk WORK_HOME=/design/flow/orfs finish
==> config.mk <==
export PLATFORM = sky130hd
export DESIGN_NAME = SRAM_ChargePulsation
export DESIGN_NICKNAME = SRAM_ChargePulsation
export VERILOG_FILES = /design/flow/design.v
export SDC_FILE = /design/flow/constraint.sdc
export NUM_CORES = 4
export LEC_CHECK = 1
export CORE_AREA = 10 10 299 299
export DIE_AREA = 0 0 309 309
==> constraint.sdc <==
current_design SRAM_ChargePulsation

set clk_period 1.0
set clk_io_pct 0.2

create_clock -name clk0 -period $clk_period

set non_clock_inputs [all_inputs -no_clocks]
set_input_delay [expr $clk_period * $clk_io_pct] -clock clk0 $non_clock_inputs
set_output_delay [expr $clk_period * $clk_io_pct] -clock clk0 [all_outputs]
==> reports/metrics.yaml <==
synth:
  yosys_warnings: 0
  yosys_cells: 192
  synth_cell_types: 1
  ys_chip_area_um2: 721
  syn_area_per_cell_um2: 3.75
  synth_cells: 192
  synth_seq_share: 0
  syn_area_um2: 721
timing:
  hold_viol: 0
  slew_headroom: 0.914
  timing.final.crit_share: 0.912
  postLayoutSetupSlackWorst_ns: 0.0884
  drv_slew: 0
  grt_setup_unrepaired: "false"
  fmax_mhz: 1100
  fin_crit_ns: 0.912
  worstMarginPinSlew_ns: 0.130
  finalSetupViolations: 0
critical_path:
  endpoint: "q[162]"
  arrival_ns: 0.71
  critPathMaxFanout: 1
  crit_type: "input pin to output port"
  crit_start: "data_in_cim[162]"
  start_kind: "input pin"
  end_kind: "output port"
  worstPathRequired_ns: 0.80
routing:
  drt_iter0_markers: 26
  ant_nets: 0
  drtPass1Iterations: 4
  wl_per_cell_um: 12.5
  vias: 2616
  drc: 0
  viasPerCell: 1.59
  routed_wl_um: 20600
placement:
  gp_congestion: 0.825
  place_hpwl_um: 20200
  io_buffers: 384
  pre_cts_slack_ns: -0.603
floorplanning:
  coreArea_um2: 82500
  dieArea_um2: 95500
  die_w_um: 309
  io_pins: 769
  chipHeight_um: 309
  initial_core_util: 0.00874
  rows: 105
final_layout:
  clkbuf_count: 0
  lay_top_cells: "dlygate4sd2_1, inv_1, buf_2"
  logic_gate_count: 0
  mi_logic_area_um2: 0
  seqCellArea_um2: 0
  final_layout_size_suffix_gt1_frac: 0.222
  fillers: 9885
  layout_top_cell: "dlygate4sd2_1"
  seq_cells: 0
  area_growth_syn_to_layout_pct: 645
global_routing:
  top_usage_layer: "met2"
  overflow: 0
  first_global_vias: 2765
  grt_pass1_wl_um: 24800
  grt_max_degree: 2
  met1_usage: 0.0391
  track_usage: 0.0398
  use_met2: 0.0617
  met3_usage: 0.0417
  antenna_found_initial: 35
power_and_ir_drop:
  p_leak_nw: 3.28
  power_mw: 1.25
  power_density_nw_per_um2: 232
  vdd_drop_max_v: 0.0000723
flow_run:
  max_cap_violations: 0
  tool_warnings: 417
clock_tree:
  hold_buffers: 0
  postCtsSetupRepairBufs: 0
status:
  status: "finished, final reports clean"
worst_hold_path:
  hold_class: "input pin to output port"
==> worst min path at each step <==
stage          startpoint  endpoint  slack [ns]  depth (start not counted)
4_1_cts   data_in_cim[86]     q[86]        0.74                          3
5_1_grt   data_in_cim[24]     q[24]        0.62                          3
6_report  data_in_cim[24]     q[24]        0.61                          3
==> Yosys cell counts <==
library cell | instances | area (µm²)
inv_1 | 192 | 721
==> kinds of logic (layout without fill, tap and decap cells) <==
| group | after synthesis | count (layout) | synth area share |
|---|---|---|---|
| other cells | 0 | 4 | 0 |
| buf+inv | 192 | 576 | 1.00 |
==> critical path: stages <==
cell	delay [ns]
dlygate4sd2_1	0.23
inv_1	0.04
dlygate4sd2_1	0.24
==> stage by stage <==
step	cells	hold slack [ns]	setup TNS, ns	instance area [µm²]	utilization
floorplan	192	0.409	0	721	-
global placement	1646	1.00	-65.42	5900	0.0715
detailed placement	1646	1.00	-65.33	5900	0.0715
CTS	1646	0.736	0	5260	0.0637
global route	1647	0.625	0	5370	0.0650
finish	1650	0.608	0	5370	0.0651
==> final cells by class <==
type	count	area share
repair buffers	384	0.615
well taps	1070	0.249
inverters	192	0.134
diodes	4	0.00186
==> metal layers <==
metal | wire length, µm | share of wire
met1 | 6920 | 0.34
met2 | 7750 | 0.38
met3 | 5580 | 0.27
met4 | 170 | 0.0083
met5 | 176 | 0.0085
==> what timing repair did <==
item / CTS / global route
pin swaps: 0 / 0
resized: 672 / 43
endpoints found under the setup margin: 192 / 43
==> where the power goes <==
part | switching [mW] | internal [mW]
combinational | 0.402 | 0.845
sequential | 0 | 0
clock | 0 | 0.000000538
total | 0.402 | 0.845
Power and IR drop assume default switching activity.
