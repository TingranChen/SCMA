===== flow/constraint.sdc =====
current_design SHIFTER

set clk_period 3.2
set clk_io_pct 0.2

create_clock -name clk0 -period $clk_period

set non_clock_inputs [all_inputs -no_clocks]
set_input_delay [expr $clk_period * $clk_io_pct] -clock clk0 $non_clock_inputs
set_output_delay [expr $clk_period * $clk_io_pct] -clock clk0 [all_outputs]

===== flow/design.v =====
module SHIFTER(
        input [63:0] shiftinput,
        input [3:0]conf,
        output [63:0] shiftoutput
    );
    assign shiftoutput = shiftinput << conf;
endmodule

===== flow/run.sh =====
#!/bin/bash
# OpenROAD 26Q1-2900-gdf79404cd8, Yosys 0.63+post, stock flow scripts
make -C /OpenROAD-flow-scripts/flow DESIGN_CONFIG=/design/flow/config.mk WORK_HOME=/design/flow/orfs finish

===== flow/config.mk =====
export PLATFORM = sky130hd
export DESIGN_NAME = SHIFTER
export DESIGN_NICKNAME = SHIFTER
export VERILOG_FILES = /design/flow/design.v
export SDC_FILE = /design/flow/constraint.sdc
export NUM_CORES = 4
export LEC_CHECK = 1
export CORE_UTILIZATION = 40

==> impl_metrics.tcl <==
# metrics dict for downstream scripts
set metrics [dict create \
    timing.setup.tns_ns 0 \
    run_status "finished clean" \
    power_density_mw_per_mm2 179 \
    layoutNonFillerInstCount 496 \
    seq_cells 0 \
    finalCoreUtilization 0.672 \
    synthTopCellsByArea "mux4_2, mux2i_1, a22oi_1, buf_2, mux4_1" \
    antenna_left 0 \
    worstSetupStartpointType "input port" \
    grt_overflow 0 \
    holdPathStages 3 \
    post_synth.cell_area_avg_sq_um 12.2 \
    vias_per_cell 6.20 \
    synth_cells 244 \
    synth_top_cell_by_area "mux4_2" \
    hold_end "shiftoutput[60]" \
    place_inst 492 \
    place_area_sq_mm 0.00465 \
    port_buffers 132 \
    critPathRequiredTime_ns 2.56 \
    detail_route.wl_per_cell_um 20.7 \
    total_buffers_and_inverters_traversed_by_the_critical_path 2 \
    vdd_drop_max_mv 0.0813 \
    start_point_of_the_worst_min_delay_path "conf[1]" \
    die_area_sq_mm 0.00780 \
    slew_viol_final 0 \
    fin_area_sq_mm 0.00484 \
    gp_routability_congestion 0.958 \
    slew_headroom 0.681 \
    finalWorstSetupSlack_ns 0.0255 \
    hpwl_um 8110 \
    floorplanUtilization 0.413 \
    maxCapViolations 0 \
    die_height_um 88.3 \
    fp-row-count 31 \
    warnings 33 \
    drt_drc_violations_left 0 \
    pin_count_of_the_biggest_net_entering_global_routing 31 \
    setup.worst_path.class "input port to output pin" \
    yosys_warnings 0 \
    power.leakage_nw 2.09 \
    total_power_mw 0.868 \
    final.fill_count 557 \
    worstPathCellList "clkdlybuf4s50_1 > mux4_2 > mux4_2 > clkdlybuf4s50_1" \
    clk_buf_instances 0 \
    nature_of_the_critical_path_endpoint "output pin" \
    synth.yosys.num_cells 244 \
    yosysChipArea_sq_mm 0.00298 \
    syn_area_sq_mm 0.00298 \
    timing.fmax_ghz 0.315 \
    dr.first_iter.drc_count 177 \
    antenna_found_initial 1 \
    critical-path-top-delay-family "multiplexers" \
    fin_worst_hold_slack_ns 2.02 \
    worst_hold_path_type "input port to output pin" \
    synth_cell_type_count 29 \
    drive_gt1_frac 0.374 \
    synth_seq_share 0 \
    hold_buffers 0 \
    grt_use_total 0.273 \
    sequential_cell_area_sq_um 0 \
    place_ws_ns -0.0405 \
    crit_arrival_ns 2.53 \
    critPathMaxStageDelay_ns 0.51 \
    first_global_vias 3034 \
    critPathSlowestCell "mux4_2" \
    fin_crit_sh 0.992 \
    top_area_frac 0.559 \
    timing.final.setup_violations 0 \
    final-hold-violation-count 0 \
    timing_worst_slew_pin_value_ns 0.479 \
    detailroute.via_count 3073 \
    num_io_pins 132 \
    design.core.area_sq_mm 0.00721 \
    syn2layout_area_growth_pct 62.6 \
    min_period_ns 3.17 \
    drt_wl_total_um 10300 \
    grt_first_pass_wirelength_um 15500 \
    maximum_net_fanout_on_the_critical_path 4 \
    firstDrtPassIters 4 \
    floorplan_die_width_um 88.3 \
]
## cells in the mapped netlist, types with 3 or more instances
master	n
nor3_1	3
a22oi_1	25
buf_4	4
nand2_1	13
mux4_2	74
mux2_2	4
buf_6	4
clkbuf_1	9
buf_2	12
nor2b_1	4
o21ai_0	6
nor2_1	7
mux2i_1	57
## cell families (layout without fill, tap and decap cells)
kind of cell,count (synthesis),count (layout),synth area share
mux,137,137,0.783
compound gates,38,38,0.0915
buf+inv,35,187,0.0697
simple gates,34,34,0.0554
other cells,0,1,0
## layout by cell type (no fill, tap or decap), types with 3 or more instances in the layout
cell type        count
buf_12               6
mux2i_1             45
dlygate4sd2_1       14
mux4_2              74
o21ai_0              6
nor2_1               7
mux2i_2              8
nor3_1               3
nor2b_1              4
nand2_1             13
dlymetal6s2s_1      30
buf_4               46
a22oi_1             23
clkdlybuf4s50_1     84
buf_2                3
mux2i_4              4
mux2_2               4
## cell type report
type	instances	area [sq um]	area share
diodes	1	2.50	0.000517
well taps	99	124	0.0256
repair buffers	184	1840	0.381
multi-input cells	209	2860	0.591
inverters	3	11.3	0.00232
## power by group
part | switching (mW) | internal (mW)
clock network | 0 | 0.0000000417
logic | 0.315 | 0.553
registers | 0 | 0
total | 0.315 | 0.553
## tightest hold or removal path: cells and delay by family
family	cells	cell delay [ns]
buffers and inverters	2	0.60
muxes	1	0.14
## worst max path at each step
stage         startpoint         endpoint  slack [ns]  cells past startpoint
6_report  shiftinput[38]  shiftoutput[38]        0.03                      4
5_1_grt   shiftinput[38]  shiftoutput[39]      -0.004                      4
4_1_cts   shiftinput[12]  shiftoutput[20]     0.00002                      4
## layer usage
metal / GRT usage / vias up / routed length [um]
met5: 0 / - / 0
met4: 0 / 0 / 0
met3: 0.0946 / 0 / 1120
met2: 0.431 / 170 / 4980
met1: 0.417 / 1515 / 4170
li1: - / 1388 / -
## timing repair
item,in CTS,in global routing
pin swaps,0,1
endpoints found under the hold margin,0,0
setup buffers,0,2
resized,15,47
gates cloned,0,1
setup endpoints to repair,14,43
Power is estimated from default activity; no workload was simulated.
